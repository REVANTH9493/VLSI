==> design.v <==
module priority_encoder(p0,p1,p2,p3,p4,p5,p6,p7,z1,z2,z4);
	input p0,p1,p2,p3,p4,p5,p6,p7;
	output z1,z2,z4;
	assign z1 = (p1 & ~p2 & ~p4 & ~p6) | (p3 & ~p4 &~p6) | (p5 & ~p6) | p7;
	assign z2 = (p2 & ~p4 & p5) | (p3 & ~p4 & ~p5) | p6 | p7;
	assign z4 = p4 | p5 | p6 | p7;
endmodule
==> run.sh <==
#!/bin/bash
# OpenROAD 26Q1-2900-gdf79404cd8, Yosys 0.63+post, stock flow scripts
make -C /OpenROAD-flow-scripts/flow DESIGN_CONFIG=/design/flow/config.mk WORK_HOME=/design/flow/orfs finish
==> config.mk <==
export PLATFORM = sky130hd
export DESIGN_NAME = priority_encoder
export DESIGN_NICKNAME = priority_encoder
export VERILOG_FILES = /design/flow/design.v
export SDC_FILE = /design/flow/constraint.sdc
export NUM_CORES = 4
export LEC_CHECK = 1
export CORE_AREA = 10 10 70 70
export DIE_AREA = 0 0 80 80
==> constraint.sdc <==
current_design priority_encoder

set clk_period 1.1
set clk_io_pct 0.2

create_clock -name clk0 -period $clk_period

set non_clock_inputs [all_inputs -no_clocks]
set_input_delay [expr $clk_period * $clk_io_pct] -clock clk0 $non_clock_inputs
set_output_delay [expr $clk_period * $clk_io_pct] -clock clk0 [all_outputs]
==> metrics.json <==
{
  "global_route": {
    "globalRouteTotalUtil": 0.008543,
    "initial_antenna_violation_count": 0,
    "grt_max_degree": 4,
    "grt_first_pass_wirelength_um": 469,
    "grt_pass1_vias": 112,
    "grt_remaining_overflow": 0
  },
  "pwr": {
    "switchingPower_mw": 0.01697,
    "power_per_cell_area_nw_per_um2": 212.7,
    "internal-power_mw": 0.02534,
    "comb_power_share": 1.000,
    "seq_power_share": 0,
    "power.share.switching": 0.4010,
    "pwr-share-clk": 0,
    "total_leakage_power_nw": 0.06911,
    "ir_drop_v": 0.00001628
  },
  "layout": {
    "area.sequential_sq_um": 0,
    "layout.filler_cells": 414,
    "finish.instance_area_sq_um": 198.9,
    "num-clock-buffers": 0,
    "area.growth.synth_to_final_pct": 287.8,
    "drive_above_1_share": 0.3000,
    "n_sequential_cell": 0
  },
  "setup_path": {
    "startpoint_kind_of_the_worst_setup_timing_path": "input port",
    "worst-endpoint-arrival_ns": 0.83,
    "worstSetupEndpointType": "output pin",
    "path_max_fanout": 2,
    "class_of_the_most_critical_setup_path": "input port to output pin",
    "crit_path_drt_ns": 0.88
  },
  "synthesis": {
    "postSynthSeqShare": 0,
    "ys_cells": 10,
    "post-synth-top-area-fraction": 0.1951,
    "synth-warning-count": 0,
    "synthesis.instances": 10,
    "syn-mean-instance-area_sq_um": 5.130,
    "post-synth-top-area-cell": "a21oi_1",
    "synthesis.area_sq_um": 51.30,
    "ys_top_cells_by_area": "a21oi_1, mux2i_1, inv_1",
    "yosys_area_sq_um": 51.30,
    "unique_cell_type_count_in_the_yosys_netlist": 7
  },
  "placed_design": {
    "pre_cts_ws_ns": -0.6143,
    "port_buffers": 10,
    "placed_cell_area_sq_um": 209.0,
    "dp.final_hpwl_um": 286.1,
    "gp_routability_congestion": 0.7448
  },
  "floorplanning": {
    "chip_footprint_sq_um": 6400,
    "initial_core_util": 0.01502,
    "chip_width_um": 80,
    "placement_row_count": 21,
    "fp.dieH_um": 80,
    "design.core.area_sq_um": 3416,
    "num_io_pins": 11
  },
  "routing": {
    "detail_route.vias_per_cell": 1.621,
    "drt_iter0_markers": 1,
    "wl_per_cell_um": 5.061,
    "antennaDiodeCount": 0,
    "detail_route.drc_violations": 0,
    "num_vias": 107,
    "1st_pass_router_iterations": 3,
    "route.final.wire_length_um": 334,
    "antenna_violating_nets_post_route": 0
  },
  "final_timing": {
    "final_hold_slack_ns": 0.7400,
    "timing_max_transition_violations_final": 0,
    "final.period_utilization": 0.9575,
    "fmax_ghz": 0.9494,
    "grt_setup_unrepaired": "false",
    "finalSetupTns_ns": 0,
    "final.setup.worst_slack_ns": 0.04672,
    "worst_slew_pin_slew_ns": 0.1862,
    "final_period_minus_worst_setup_slack_ns": 1.053,
    "setup_viol_count_final": 0,
    "relSlewSlack": 0.8748,
    "timing.final.hold_violations": 0
  },
  "job": {
    "warning_count": 33,
    "maxCapViolCount": 0
  },
  "worst_hold_path": {
    "worstHoldPathType": "input port to output pin",
    "min_delay_path_depth": 3
  },
  "outcome": {
    "status": "completed"
  },
  "clock_network": {
    "cts_hold_buf": 0
  }
}
==> Yosys cell counts <==
cell and count:
nand2_1 1, inv_1 2, o21ai_1 1, o31ai_1 1, mux2i_1 1, a21oi_1 2
nor2_1 2
==> final cells by class <==
type	count	area (sq um)	share of cell area
repair buffers	10	83.83	0.4214
well taps	46	57.56	0.2893
multi-input cells	8	50.05	0.2516
inverters	2	7.507	0.03774
==> power groups by stage <==
| stage | sequential, mW | clock (mW) | combinational [mW] |
|---|---|---|---|
| after CTS | 0 | 0 | 0.0427 |
| final | 0 | 0 | 0.0423 |
| after global routing | 0 | 0 | 0.0465 |
==> layer usage <==
layer / track usage / share of wire / vias up
li1: - / - / 55
met5: 0 / 0 / -
met3: 0.006818 / 0.30 / 0
met4: 0 / 0 / 0
met1: 0.01187 / 0.44 / 43
met2: 0.01043 / 0.25 / 9
==> metrics by stage <==
stage               power [mW]  instances     util
detailed placement     0.05187         66  0.06117
floorplan             0.009638         10        -
finish                 0.04231         66  0.05824
CTS                    0.04266         66  0.05897
global route           0.04651         66  0.05824
global placement       0.05129         66  0.06117
==> kinds of logic (layout without fill, tap and decap cells) <==
| family | Yosys count | in the layout | share of synthesized area |
|---|---|---|---|
| AND-OR/OR-AND | 4 | 4 | 0.4390 |
| AND/OR/NAND/NOR | 3 | 3 | 0.2195 |
| buffers and inverters | 2 | 12 | 0.1464 |
| multiplexers | 1 | 1 | 0.1951 |
==> what timing repair did <==
action                                  in CTS  in global routing
gates resized                               22                  3
setup buffers                                0                  0
endpoints found under the setup margin       3                  3
pin swaps                                    2                  4
==> path summary, 6_finish.rpt <==
check / from / to / slack [ns]
min: p6 / z1 / 0.74
max: p2 / z1 / 0.05
==> cells in the final DEF (no fill, tap or decap), drive strengths merged <==
cell,synthesis,final
a21oi,2,2
buf,0,2
clkbuf,0,1
clkdlybuf4s15,0,5
dlygate4sd2,0,2
inv,2,2
mux2i,1,1
nand2,1,1
nor2,2,2
o21ai,1,1
o31ai,1,1
==> worst max-delay path, cell delays in order <==
cell,delay [ns]
clkdlybuf4s15_1,0.18
inv_1,0.07
a21oi_2,0.05
o31ai_1,0.18
buf_2,0.14
Power is estimated from default activity; no workload was simulated.
